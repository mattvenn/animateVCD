**run.sh**
```bash
#!/bin/bash
# OpenROAD 26Q1-2900-gdf79404cd8, Yosys 0.63+post, stock flow scripts
make -C /OpenROAD-flow-scripts/flow DESIGN_CONFIG=/design/flow/config.mk WORK_HOME=/design/flow/orfs finish
```
**config.mk**
```make
export PLATFORM = sky130hd
export DESIGN_NAME = non_pipeline
export DESIGN_NICKNAME = non_pipeline
export VERILOG_FILES = /design/flow/design.v
export SDC_FILE = /design/flow/constraint.sdc
export NUM_CORES = 4
export LEC_CHECK = 1
export CORE_UTILIZATION = 50
```
**constraint.sdc**
```tcl
current_design non_pipeline

set clk_period 8.2
set clk_io_pct 0.2

create_clock -name clk0 -period $clk_period [get_ports {clk}]

set non_clock_inputs [all_inputs -no_clocks]
set_input_delay [expr $clk_period * $clk_io_pct] -clock clk0 $non_clock_inputs
set_output_delay [expr $clk_period * $clk_io_pct] -clock clk0 [all_outputs]
```
**design.v**
```verilog
`default_nettype none
module non_pipeline(
    input clk,
    input [7:0] a,
    input [7:0] b,
    input [7:0] c,
    input [7:0] d,
    input start,
    output busy,
    output reg [15:0] out
    );
    reg [7:0] count = 0;
    reg [15:0] stage1;
    reg [15:0] stage2;
    always @(posedge clk) begin
        count <= count + 1;
    end
    reg [1:0] process = 0;  
    assign busy = (process > 0);
    always @(posedge clk) begin
        if(start | busy) begin
            case(process)
                0: begin stage1 <= a * b; process <= process + 1; end
                1: begin stage2 <= stage1 * c; process <= process + 1; end
                2: begin out <= stage2 + d; process <= 0; end
            endcase
        end
    end
endmodule
```
==> flow_metrics.py <==
# Auto-generated metrics
metrics = {
    "cts": {
        "cts_num_sinks": 50,
        "cts_hold_buf": 0,
        "insertion_delay_ns": 0.30,
        "cts_resized": 0,
        "post_cts_buffers": 0,
        "cts_max_path_buffers": 2,
        "clk_root_buffer_cell": "sky130_fd_sc_hd__clkbuf_16",
        "cts.clk_slew.worst_paths_ns": 0.07,
        "htree_levels": 2,
        "tritoncts": "yes",
        "cts_made_buffers": 5,
    },
    "critical_path": {
        "critical_path_class": "in2reg",
        "worst-endpoint-required_ns": 8.24,
        "cp-end-kind": "register",
        "worstPathArrival_ns": 6.02,
        "critical_path.max_fanout": 14,
        "reg2regPathDepth": 14,
        "setup.worst_path.start_class": "input pin",
    },
    "route": {
        "wl_per_cell_um": 13.1,
        "remaining_drc_errors": 0,
        "drt-initial-drc-count": 105,
        "routed_via_density": 5.11,
        "routed_wirelength_mm": 12.3,
        "firstDrtPassIters": 4,
        "antenna_violating_nets_post_route": 0,
        "ant_diodes": 0,
        "routed-via-count": 4790,
    },
    "floorplanning": {
        "initCoreUtil_pct": 52.1,
        "die.size.y_um": 121,
        "core_um2": 13500,
        "rows": 42,
        "chip_area_um2": 14500,
        "fp.dieW_um": 121,
        "pin_count": 51,
    },
    "final_layout": {
        "area_growth_syn_to_fin_pct": 12.4,
        "drive_above_1_share_pct": 1.84,
        "fin_cells": 937,
        "layout.cells.most_common": "sky130_fd_sc_hd__inv_1",
        "final_layout_top_logic_cells": "136 x sky130_fd_sc_hd__inv_1, 127 x sky130_fd_sc_hd__and2_1, 97 x sky130_fd_sc_hd__fa_1, 73 x sky130_fd_sc_hd__ha_1",
    },
    "yosys": {
        "netlist_top_cells_area": "sky130_fd_sc_hd__fa_1 28%, sky130_fd_sc_hd__edfxtp_1 21%, sky130_fd_sc_hd__ha_1 13%, sky130_fd_sc_hd__and2_1 11%, sky130_fd_sc_hd__inv_1 7.3%",
        "post-synth-top-area-cell": "sky130_fd_sc_hd__fa_1",
        "synth_area_per_cell_um2": 9.92,
        "yosys_warnings": 1,
        "synth.cell_area_um2": 7040,
        "synth_chip_area_um2": 7040,
        "ys.flop_type": "sky130_fd_sc_hd__edfxtp_1",
        "yosys.stat.seqShare_pct": 21.3,
        "yosys_cell_count": 709,
        "asyncSetResetFlopFracSynth_pct": 0,
        "ys_types": 45,
        "synth_flop_count": 50,
        "synth.top_cell.area_share_pct": 27.6,
        "enable_flop_cells": 50,
        "synthesized_instance_count": 709,
    },
    "final_timing": {
        "maxSlewViolCount": 0,
        "setup_viol_count_final": 0,
        "setup_repair_after_global_routing_missed_its_margin": "false",
        "min_period_ns": 5.97,
        "final.setup.worst_slack_ns": 2.23,
        "holdWs_ns": 0.559,
        "max-slew-margin-rel_pct": 52.7,
        "pin_slew_with_the_least_headroom_to_its_limit_ns": 0.709,
        "finClkSkew_ns": 0.00667,
        "min_period_over_period_pct": 72.8,
        "tns_ns": 0,
        "achievable-frequency_mhz": 167,
        "timing.final.hold_violations": 0,
    },
    "global_route": {
        "globalRouteTotalUtil_pct": 20.2,
        "grt_pass1_vias": 4985,
        "maximum_number_of_pins_on_one_net_before_global_route_repair": 18,
        "antenna_found_initial": 0,
        "grt.overflow.total": 0,
        "grt_pass1_wl_mm": 22.2,
    },
    "placed_design": {
        "numPlacedInstances": 929,
        "hpwlAfterDp_mm": 10.5,
        "buffer_ports.inserted": 50,
        "preCtsSetupSlack_ns": 1.88,
        "gp_routability_congestion": 0.855,
    },
    "hold_path": {
        "min_path_cells": 1,
        "hold_class": "reg2reg",
    },
    "flow_run": {
        "stage_log_warnings": 29,
        "drv.max_cap_violation_count": 0,
    },
    "outcome": {
        "outcome": "finished, final reports clean",
    },
}
==> worst paths after layout <==
check	start	endpoint	slack, ns
hold reg to reg	stage2[0]	out[0]	0.56
hold / removal	stage2[0]	out[0]	0.56
setup reg to reg	stage1[4]	stage2[15]	3.76
setup / recovery	c[2]	stage2[15]	2.23
==> synthesized netlist by cell type (all sizes together), types with 3 or more instances <==
cell,count
nor4,6
nand3,4
o41ai,3
nand2,50
nand2b,3
nor2,20
o21a,5
a21oi,18
xor2,7
clkbuf,7
o21ai,19
ha,73
fa,97
a211oi,3
inv,136
edfxtp,50
a21o,6
xnor2,35
nor3,5
nor2b,7
and2,127
a311o,3
==> flip-flops by register name, indices dropped and copies added (netlist names) <==
register and flops:
out 16, process 2, stage1 16, stage2 16
==> area by class of cell <==
cell class | instances | area [µm²]
Sequential cell | 50 | 1500
Tap cell | 176 | 220
Clock inverter | 3 | 47.5
Clock buffer | 5 | 125
Multi-Input combinational cell | 516 | 5000
Inverter | 136 | 510
Timing Repair Buffer | 51 | 508
Fill cell | 1160 | 5600
==> worst max-delay path, cell delays in order <==
cell and delay (ns):
sky130_fd_sc_hd__clkdlybuf4s50_1 0.69, sky130_fd_sc_hd__nand2_1 0.14, sky130_fd_sc_hd__fa_1 0.52, sky130_fd_sc_hd__fa_1 0.55, sky130_fd_sc_hd__inv_1 0.05, sky130_fd_sc_hd__fa_1 0.47
sky130_fd_sc_hd__inv_1 0.05, sky130_fd_sc_hd__fa_1 0.47, sky130_fd_sc_hd__inv_1 0.04, sky130_fd_sc_hd__ha_1 0.34, sky130_fd_sc_hd__a21o_1 0.18, sky130_fd_sc_hd__a21oi_1 0.17
sky130_fd_sc_hd__a21boi_1 0.12, sky130_fd_sc_hd__o32a_1 0.33, sky130_fd_sc_hd__a31oi_1 0.20, sky130_fd_sc_hd__xnor2_1 0.09
==> routing by layer <==
layer / vias up / global-route usage (%) / part of all wire, %
li1: 2352 / - / -
met1: 2353 / 29.2 / 44
met2: 73 / 34.8 / 50
met3: 12 / 3.76 / 4.2
met4: 0 / 1.62 / 1.1
met5: - / 0 / 0
==> cells by family after synthesis <==
kind of cell | after synthesis | share of synthesized area, %
AOI/OAI and AO/OA | 70 | 6.85
xor gates and xnor gates | 42 | 5.23
adders and majority gates | 170 | 40.6
buffers and inverters | 143 | 7.63
DFF | 50 | 21.3
muxes | 1 | 0.142
and+or+nand+nor | 233 | 18.2
==> through the flow <==
stage	utilization, %	cell area, µm²
after floorplan	-	7040
after global placement	57.3	7740
after detailed placement	57.3	7740
after CTS	58.6	7910
after global routing	58.6	7910
final	58.6	7910
